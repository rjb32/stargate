File: flow/design.v
module mini68k_barrel_shifter (
    input  wire [31:0] data_in,
    input  wire [4:0]  shift_amt,
    input  wire [1:0]  shift_type,   
    output reg  [31:0] data_out,
    output wire        carry_out
);
    reg [32:0] shift_result;
    always @(*) begin
        case (shift_type)
            2'b00: shift_result = {1'b0, data_in} << shift_amt;            
            2'b01: shift_result = {data_in, 1'b0} >> shift_amt;            
            2'b10: shift_result = {data_in[31], data_in, 1'b0} >>> shift_amt;  
            2'b11: shift_result = {1'b0, data_in, data_in} >> (32 - shift_amt);  
            default: shift_result = {1'b0, data_in};
        endcase
        data_out = shift_result[31:0];
    end
    assign carry_out = shift_result[32];
endmodule
File: flow/run.sh
#!/bin/bash
# OpenROAD 26Q1-2900-gdf79404cd8, Yosys 0.63+post, stock flow scripts
make -C /OpenROAD-flow-scripts/flow DESIGN_CONFIG=/design/flow/config.mk WORK_HOME=/design/flow/orfs finish
File: flow/config.mk
export PLATFORM = sky130hd
export DESIGN_NAME = mini68k_barrel_shifter
export DESIGN_NICKNAME = mini68k_barrel_shifter
export VERILOG_FILES = /design/flow/design.v
export SDC_FILE = /design/flow/constraint.sdc
export NUM_CORES = 4
export LEC_CHECK = 1
export CORE_UTILIZATION = 40
File: flow/constraint.sdc
current_design mini68k_barrel_shifter

set clk_period 7.3
set clk_io_pct 0.2

create_clock -name clk0 -period $clk_period

set non_clock_inputs [all_inputs -no_clocks]
set_input_delay [expr $clk_period * $clk_io_pct] -clock clk0 $non_clock_inputs
set_output_delay [expr $clk_period * $clk_io_pct] -clock clk0 [all_outputs]
==> results.ini <==
[placement]
pre_cts_ws_ns=0.8089
io_buffers=72
post_dp_cell_area_mm2=0.007587
dp_hpwl_um=25070
gp_congestion=1.072
place_inst=1020

[global_route]
grt_max_degree=69
antenna_found_initial=3
track_usage=0.4148
grt_pass1_vias=7426
grt_pass1_wl_um=51560
grt_overflow=0

[synthesis]
ys_cells=816
top_cell=mux4_2
synth.cell_area_mm2=0.006947
ys_seq_share=0
yosysUniqueCellTypes=69
top_cell_area_share=0.3501
syn_area_per_cell_um2=8.513
synthCells=816
common_cells=108 x mux4_2, 84 x nand2_1, 83 x nor2_1
yosys.area.top_type=mux4_2
yosys-top-cells-area=mux4_2 35%, mux2i_1 11%, nand2_1 4.5%
yosysChipArea_mm2=0.006947
yosysWarnings=1

[finish]
syn2layout_area_growth_pct=9.258
fin_area_mm2=0.007590
seq_cells=0
final_cell_count_no_fill=1021
final_util=0.4529
drive_above_1_share=0.2363
clock_buffers=0
seq_area_um2=0

[setup_path]
startpoint_type=input pin
worstPathRequired_ns=5.84
critical_path_class=in2out
cp.arrival_ns=5.20
worstPathMaxFanout=53
cp-end-kind=primary output

[timing]
maxSlewViolCount=0
clock.fmax_mhz=150.2
rsz0062_at_grt=no
finalSetupViolations=0
finalSetupTns_ns=0
slew_headroom=0.3586
finalClockPeriodUsage=0.9121
final.setup.worst_slack_ns=0.6417
hold_viol_final=0
tightest_slew_ns=0.9591
period_needed_ns=6.658

[clock_network]
postCtsResizedCells=0
post_cts_buffers=0
hold_buffers=0

[power_and_ir_drop]
swShare=0.5638
p_int_mw=0.3285
ir_drop_mv=0.05189
power_density_mw_per_mm2=99.22
leakage_nw=2.675
power.net_switching_mw=0.4246

[route]
wl_per_cell_um=34.50
drtIter0Drc=862
detail_route.vias_per_cell=7.595
antenna_left=0
firstDrtPassIters=6
routed_wirelength_um=35220
via_count=7754
drc=0

[floorplan]
initial_core_util=0.4145
fp.dieH_um=133.8
ios=72
chipArea_mm2=0.01790
die_w_um=133.8
fp.coreArea_mm2=0.01676
fp-row-count=47

[job]
warnings=32
cap_viol_max_count=0

[status]
outcome=finished, final reports clean

[hold_path]
hold_class=in2out

## power by group through the flow
| stage | sequential (mW) | combinational, mW | clock (mW) |
|---|---|---|---|
| 4_1_cts | 0 | 0.729 | 0 |
| 5_1_grt | 0 | 0.793 | 0 |
## worst max-delay path, stage by stage
cell	delay, ns
buf_6	0.25
buf_4	0.36
nor3_2	0.72
nand2_1	0.55
nor2_1	0.72
nand2_1	0.23
o22ai_1	0.19
a2111o_1	0.19
clkdlybuf4s50_1	0.49
## per-stage QoR
stage / hold WS, ns / power [mW]
floorplan: 3.107 / 0.4741
finish: 3.840 / 0.7530
global route: 3.862 / 0.7931
CTS: 3.842 / 0.7287
global placement: 3.823 / 0.7294
detailed placement: 3.842 / 0.7257
## layout make-up
type	instances	area (um^2)
fill	1651	9170
antenna	1	2.502
multi-input combinational	685	6330
tap	220	275.3
inverter	12	45.04
timing repair buffer	103	937.1
## layout by cell type, fill, tap and decap left out, drive strengths merged, types with 4 or more instances in the layout
master,n
nand2,84
nor3,12
a22oi,10
a21oi,46
mux2i,77
a32oi,4
a21o,4
o211ai,15
nand2b,5
nand3,14
o32ai,4
xnor2,6
o21ai,47
o31ai,6
and2,7
nor2b,9
and3,5
a211o,6
mux4,112
clkdlybuf4s50,67
o22ai,9
inv,12
o2111ai,4
a211oi,24
nor2,83
a221oi,6
mux2,29
buf,36
o311ai,6
a31oi,7
## logic make-up after synthesis
kind of cell    count (synthesis)  synth area share
fa+ha+maj                       1          0.001801
xor+xnor                        8           0.01225
compound gates                223            0.2181
simple gates                  235            0.1506
mux                           218            0.5232
buf+inv                       131           0.09402
## per-layer routing
layer  GRT usage  up-vias  part of all wire
li1            -     3202                 -
met4      0.1073        2             0.036
met2      0.6045      677              0.43
met5           0        -           0.00034
met1      0.5356     3785              0.37
met3      0.2404       88              0.17
## final timing paths
path	slack, ns	cells past startpoint	endpoint	from
setup / recovery	0.64	9	data_out[11]	shift_amt[0]
hold / removal	3.84	4	data_out[14]	shift_amt[4]
Power figures rest on the tool's default switching activity, not on a simulated workload.
