[flow/config.mk]
export PLATFORM = sky130hd
export DESIGN_NAME = mini68k_pc
export DESIGN_NICKNAME = mini68k_pc
export VERILOG_FILES = /design/flow/design.v
export SDC_FILE = /design/flow/constraint.sdc
export NUM_CORES = 4
export LEC_CHECK = 1
export CORE_UTILIZATION = 40
[flow/constraint.sdc]
current_design mini68k_pc

set clk_period 4.8
set clk_io_pct 0.2

create_clock -name clk0 -period $clk_period [get_ports {clk}]

set non_clock_inputs [all_inputs -no_clocks]
set_input_delay [expr $clk_period * $clk_io_pct] -clock clk0 $non_clock_inputs
set_output_delay [expr $clk_period * $clk_io_pct] -clock clk0 [all_outputs]
[flow/design.v]
module mini68k_pc (
    input  wire        clk,
    input  wire        rst_n,
    input  wire [31:0] pc_in,
    input  wire        pc_load,
    input  wire        pc_inc,
    input  wire [1:0]  pc_inc_size,   
    output reg  [31:0] pc_out
);
    wire [31:0] inc_value;
    assign inc_value = (pc_inc_size == 2'b00) ? 32'd2 :
                       (pc_inc_size == 2'b01) ? 32'd4 : 32'd6;
    always @(posedge clk or negedge rst_n) begin
        if (!rst_n) begin
            pc_out <= 32'h0;
        end else if (pc_load) begin
            pc_out <= pc_in;
        end else if (pc_inc) begin
            pc_out <= pc_out + inc_value;
        end
    end
endmodule
[flow/run.sh]
#!/bin/bash
# OpenROAD 26Q1-2900-gdf79404cd8, Yosys 0.63+post, stock flow scripts
make -C /OpenROAD-flow-scripts/flow DESIGN_CONFIG=/design/flow/config.mk WORK_HOME=/design/flow/orfs finish
==> impl_metrics.env <==
# flow metrics
export IMPL_ant_nets=0
export IMPL_cp_cell_sequence="clkdlybuf4s50_1, or2_2, ha_1, a21oi_1, or4_1, or4_1, a31oi_1"
export IMPL_cts_hold_buf=0
export IMPL_numCtsBuffers=5
export IMPL_drc=0
export IMPL_cp_required_ns=5.00
export IMPL_ctsHtreeMaxLevel=2
export IMPL_synth_async_reset_ratio_pct=100
export IMPL_slew_violations=0
export IMPL_tns_ns=0
export IMPL_cts_resized=0
export IMPL_postLayoutCoreUtil_pct=61.3
export IMPL_warning_count=26
export IMPL_core_um2=4410
export IMPL_worst_path_buf_inv=1
export IMPL_reg2regPathDepth=7
export IMPL_crit_fanout=19
export IMPL_synth_area_yosys_um2=1860
export IMPL_crit_slowest_cell="or4_1"
export IMPL_reg_top3="pc_out: 32 flops"
export IMPL_largest_register_ffs=32
export IMPL_cp_start_kind="input port"
export IMPL_total_power_mw=0.743
export IMPL_vias=1806
export IMPL_clk_pin_slew_ns=0.07
export IMPL_cp_arrival_ns=3.67
export IMPL_post_place_ws_ns=1.06
export IMPL_routed_wl_mm=4.57
export IMPL_first_pass_iters=4
export IMPL_routed_via_density=5.38
export IMPL_largest_register="pc_out"
export IMPL_post_cts_buffers=0
export IMPL_dp_hpwl_mm=3.28
export IMPL_grt_overflow=0
export IMPL_synthCells=214
export IMPL_final_comb_area_um2=980
export IMPL_period_needed_ns=3.47
export IMPL_worstSetupPathType="input port to register"
export IMPL_initial_core_util_pct=42.1
export IMPL_cpMostUsedCell="or4_1"
export IMPL_regArea_um2=801
export IMPL_irDropWorstVdd_mv=0.182
export IMPL_path_depth=7
export IMPL_grt_max_degree=38
export IMPL_period_used_pct=72.3
export IMPL_worst_slew_pin_slew_ns=0.591
export IMPL_flop_cell="dfrtp_1"
export IMPL_die_width_um=70.1
export IMPL_clock_latency_ns=0.28
export IMPL_layout_setup_ws_ns=1.33
export IMPL_cellPowerDensity_nw_per_um2=275
export IMPL_yosys_stat_cells=214
export IMPL_synthesis_area_um2=1860
export IMPL_antenna_found_initial=0
export IMPL_place_gp_congestion=0.843
export IMPL_cap_viol_max_count=0
export IMPL_synth_area_per_cell_um2=8.68
export IMPL_cts_path_max_buffers=2
export IMPL_root_buffer="clkbuf_8"
export IMPL_end_kind="register"
export IMPL_p_leak_nw=1.05
export IMPL_rrSetupSlack_ns=2.27
export IMPL_drive_gt1_share_pct=5.28
export IMPL_fin_skew_ns=0.00734
export IMPL_synth_edff_count=0
export IMPL_clock_sinks=32
export IMPL_nFillCells=405
export IMPL_setup_violations=0
export IMPL_status="finished clean"
export IMPL_fmax_ghz=0.288
export IMPL_yosysUniqueCellTypes=35
export IMPL_io_pin_count=70
export IMPL_wl_per_cell_um=13.6
export IMPL_die_y_um=70.1
export IMPL_yosys_warnings=1
export IMPL_cts_tree="built"
export IMPL_n_antenna_cell=0
export IMPL_numPortBuffers=69
export IMPL_grt_pass1_vias=1566
export IMPL_area_growth_pct=45.8
export IMPL_hold_viol=0
export IMPL_grt_usage_pct=20.3
export IMPL_holdPathStages=1
export IMPL_drt_iter0_drc=92
export IMPL_rows=24
export IMPL_max_stage_delay_ns=0.83
export IMPL_ys_ff=32
export IMPL_cp_top_family="simple AND/OR/NAND/NOR gates"
export IMPL_relSlewSlack_pct=60.6
export IMPL_die_area_um2=4920
export IMPL_grt_pass1_wl_mm=7.82
export IMPL_rsz0062_at_grt="false"
export IMPL_hp_class="register to register"
export IMPL_ys_seq_share_pct=43.1
## cells by family (layout without fill, tap and decap cells)
group / after synthesis / count (layout) / synth area share (%)
multiplexers: 3 / 3 / 1.75
AND/OR/NAND/NOR: 98 / 98 / 27.5
adder cells (fa/ha/maj): 3 / 3 / 2.43
flip-flops: 32 / 32 / 43.1
AND-OR/OR-AND: 46 / 46 / 15.4
XOR/XNOR: 12 / 12 / 5.66
buffers and inverters: 20 / 90 / 4.11
## Yosys cell counts, types with 2 or more instances
cell       n  area share, %
a211o_1    2           0.94
a31oi_1   13            4.4
and3_1     2           0.67
and4_1     3            1.4
clkbuf_1  10            2.0
dfrtp_1   32             43
ha_1       2            1.3
inv_1      9            1.8
mux2_2     2            1.2
nand2_1   27            5.5
nand3_1    8            2.2
nand4_1   11            3.7
nor2_1    18            3.6
nor3_1     3           0.81
nor4_1     4            1.3
o21ai_0   19            5.1
o31ai_1    8            3.2
or3_1      6            2.0
or4_1      9            3.6
xnor2_1   10            4.7
xor2_1     2           0.94
## path summary, 6_finish.rpt
check	start	to
worst max register to register	pc_out[1]	pc_out[29]
worst max-delay path	pc_inc_size[0]	pc_out[26]
worst min register to register	pc_out[0]	pc_out[0]
worst min-delay path	pc_out[0]	pc_out[0]
min in group asynchronous	rst_n	pc_out[19]
max in group asynchronous	rst_n	pc_out[4]
## routing by layer
| layer | wire (µm) | track usage [%] | share of wire, % |
|---|---|---|---|
| met5 | 0 | 0 | 0 |
| met1 | 2230 | 32.6 | 49 |
| met2 | 2070 | 30.0 | 45 |
| met4 | 25 | 2.00 | 0.55 |
| met3 | 243 | 4.82 | 5.3 |
## cell usage in the layout, fill, tap and decap left out, types with 2 or more instances in the layout
cell / instances
clkdlybuf4s50_1: 69
o21ai_0: 19
and4_1: 3
clkbuf_8: 5
nand2_1: 27
nand3_1: 8
nand4_1: 11
inv_1: 9
buf_4: 4
xor2_1: 2
xnor2_1: 10
and3_1: 2
ha_1: 2
mux2_2: 2
nor4_1: 4
a31oi_1: 13
dfrtp_1: 32
nor2_1: 18
a211o_1: 2
or3_1: 6
or4_1: 9
nor3_1: 3
o31ai_1: 8
## stage by stage
stage,hold slack [ns],cells,cell area [µm²]
after CTS,0.515,336,2710
after global placement,0.491,328,2600
after global routing,0.534,336,2710
after floorplan,0.456,214,1860
after detailed placement,0.499,328,2600
final,0.511,336,2710
## area by class of cell
cell class,instances,share of cell area (%)
tap,52,2.40
inverter,9,1.25
clock inverter,2,1.29
sequential,32,29.6
multi-input combinational,162,36.2
clock buffer,6,2.68
timing repair buffer,73,26.6
## power by group
group / total, mW / internal, mW / switching [mW]
Combinational: 0.154 / 0.103 / 0.0514
Clock: 0.256 / 0.154 / 0.102
Sequential: 0.334 / 0.296 / 0.0376
Power is estimated from default activity; no workload was simulated.
