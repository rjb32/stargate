`flow/run.sh`:
```
#!/bin/bash
# OpenROAD 26Q1-2900-gdf79404cd8, Yosys 0.63+post, stock flow scripts
make -C /OpenROAD-flow-scripts/flow DESIGN_CONFIG=/design/flow/config.mk WORK_HOME=/design/flow/orfs finish
```
`flow/config.mk`:
```
export PLATFORM = sky130hd
export DESIGN_NAME = mini68k_bus_ctrl
export DESIGN_NICKNAME = mini68k_bus_ctrl
export VERILOG_FILES = /design/flow/design.v
export SDC_FILE = /design/flow/constraint.sdc
export NUM_CORES = 4
export LEC_CHECK = 1
export CORE_UTILIZATION = 50
```
`flow/constraint.sdc`:
```
current_design mini68k_bus_ctrl

set clk_period 3.5
set clk_io_pct 0.2

create_clock -name clk0 -period $clk_period [get_ports {clk}]

set non_clock_inputs [all_inputs -no_clocks]
set_input_delay [expr $clk_period * $clk_io_pct] -clock clk0 $non_clock_inputs
set_output_delay [expr $clk_period * $clk_io_pct] -clock clk0 [all_outputs]
```
`flow/design.v`:
```
module mini68k_bus_ctrl (
    input  wire        clk,
    input  wire        rst_n,
    input  wire [23:0] addr_in,
    input  wire [15:0] data_in,
    output reg  [15:0] data_out,
    input  wire        read_req,
    input  wire        write_req,
    input  wire        byte_sel,      
    input  wire        byte_high,     
    output reg         bus_busy,
    output reg         bus_done,
    output reg  [23:0] addr,
    inout  wire [15:0] data,
    output reg         as_n,
    output reg         rw,
    output reg         uds_n,
    output reg         lds_n,
    input  wire        dtack_n
);
    localparam IDLE   = 3'b000;
    localparam ADDR   = 3'b001;
    localparam WAIT   = 3'b010;
    localparam DONE   = 3'b011;
    reg [2:0] state;
    reg [15:0] data_out_reg;
    reg data_oe;
    assign data = data_oe ? data_out_reg : 16'hzzzz;
    always @(posedge clk or negedge rst_n) begin
        if (!rst_n) begin
            state <= IDLE;
            as_n <= 1'b1;
            rw <= 1'b1;
            uds_n <= 1'b1;
            lds_n <= 1'b1;
            bus_busy <= 1'b0;
            bus_done <= 1'b0;
            data_oe <= 1'b0;
        end else begin
            case (state)
                IDLE: begin
                    bus_done <= 1'b0;
                    if (read_req || write_req) begin
                        addr <= addr_in;
                        rw <= read_req;
                        bus_busy <= 1'b1;
                        state <= ADDR;
                        if (byte_sel) begin
                            uds_n <= ~byte_high;
                            lds_n <= byte_high;
                        end else begin
                            uds_n <= 1'b0;
                            lds_n <= 1'b0;
                        end
                        if (write_req) begin
                            data_out_reg <= data_in;
                            data_oe <= 1'b1;
                        end
                    end
                end
                ADDR: begin
                    as_n <= 1'b0;
                    state <= WAIT;
                end
                WAIT: begin
                    if (!dtack_n) begin
                        if (rw) begin
                            data_out <= data;
                        end
                        state <= DONE;
                    end
                end
                DONE: begin
                    as_n <= 1'b1;
                    uds_n <= 1'b1;
                    lds_n <= 1'b1;
                    data_oe <= 1'b0;
                    bus_busy <= 1'b0;
                    bus_done <= 1'b1;
                    state <= IDLE;
                end
            endcase
        end
    end
endmodule
```
==> run_results.csv <==
group,metric,value,unit
worst_setup_path,crit_fanout,16,
yosys,syn_avg_cell_area,21.9,µm²
yosys,async_flop_share,0.152,
routing,wl,4.40,mm
timing,maxSlewHeadroom,0.513,
routing,firstDrtPassIters,4,
floorplanning,chipHeight,66.9,µm
floorplanning,die_width,66.9,µm
timing,finalMaxSlewViolations,0,
place,io_buffer_count,92,
grt,globalRouteOverflowTotal,0,
worst_setup_path,rrSetupSlack,1.82,ns
timing,maxClockFrequency,444,MHz
yosys,top_cell_area_share,0.798,
power,p_leak,1.17,nW
worst_setup_path,critPathMaxStageDelay,0.78,ns
worst_setup_path,required,3.46,ns
place,place_congestion,0.799,
routing,via_per_inst,5.02,
clock_network,cts_root_buf,"clkbuf_8",
clock_network,postCtsSetupRepairBufs,0,
yosys,syn_area,2110,µm²
yosys,synth_top_cell_by_count,"edfxtp_1",
worst_setup_path,cp_cell_sequence,"clkdlybuf4s50_1 -> and3_1",
layout,largest_reg_flops,24,
min_path,hold-path-endpoint,"data_out[14]",
grt,grt_max_degree,25,
clock_network,ctsResizeCount,0,
grt,grt_usage,0.224,
floorplanning,fp_util,0.523,
worst_setup_path,critical_path_class,"in2reg",
clock_network,clock_sinks,66,
min_path,hp-start,"data[14]",
yosys,ys_seq_elements,66,
worst_setup_path,cp-start-kind,"input pin",
timing,fin_setup_tns,0,ns
worst_setup_path,cpLargestDelayFamily,"buffers and inverters",
timing,period_needed,2.25,ns
worst_setup_path,crit_arrival,2.21,ns
yosys,ys_cells,96,
outcome,status,"finished clean",
timing,finalHoldViolations,0,
yosys,yosys_warnings,2,
timing,period_used_share,0.644,
yosys,top_area_cell,"edfxtp_1",
grt,grt_pass1_vias,1217,
yosys,yosysUniqueCellTypes,20,
floorplanning,die_area,4480,µm²
routing,drt_iter0_markers,71,
floorplanning,core,4030,µm²
timing,fin_skew,0.00651,ns
clock_network,clk_pin_slew,0.06,ns
yosys,synthCells,96,
timing,setup-violations-final,0,
yosys,area_leaders,"edfxtp_1, dfstp_2, dfrtp_1",
floorplanning,io_pins,109,
job,warning_count,58,
worst_setup_path,worstSetupEndpointType,"flop",
place,dp_hpwl,3.15,mm
timing,rsz0062_at_grt,"no",
min_path,min_path_cells,0,
yosys,edf_count,56,
routing,diodes,0,
job,drv_cap,0,
clock_network,cts_tree,"built",
clock_network,cts_max_path_buffers,2,
power,power_density,533,nW/µm²
layout,drive_gt1_frac,0.0980,
routing,ant_nets,0,
worst_setup_path,cp-startpoint,"rst_n",
power,ir_worst_vdd,398,µV
clock_network,cts_buffers,9,
routing,drc,0,
worst_setup_path,critPathBufInv,1,
worst_setup_path,rr_endpoint,"data[3]",
power,power,0.00174,W
layout,syn2layout_area_growth,55.3,%
clock_network,hold_buffers,0,
worst_setup_path,r2r_cells,1,
routing,wire_per_inst,17.3,µm
grt,grt_pass1_wl,6.31,mm
timing,worst_slew_pin_slew,0.731,ns
worst_setup_path,r2r_start,"state[0]",
yosys,yosys_area,2110,µm²
worst_setup_path,slowest_stage,"clkdlybuf4s50_1",
yosys,synth_top_flop_cell,"edfxtp_1",
min_path,hp-class,"reg2reg",
clock_network,htreeDepth,3,
yosys,postSynthSeqShare,0.920,
floorplanning,num_rows,23,
yosys,common_cells,"edfxtp_1, dfrtp_1, dfstp_2",
grt,antenna_found_initial,0,
routing,vias,1274,
clock_network,clk_latency,0.33,ns
cell families after synthesis:
family / synth area share
DFF: 0.920
and+or+nand+nor: 0.0344
AOI/OAI and AO/OA: 0.0362
buffers and inverters: 0.00950
report_power, final:
group          internal (W)  switching, W
Sequential         0.000936     0.0000418
Combinational      0.000145     0.0000521
Clock              0.000323      0.000244
stage by stage:
| step | area, µm² | setup WS (ns) | util | hold WS, ns | cells |
|---|---|---|---|---|---|
| after CTS | 3270 | 1.25 | 0.812 | 0.445 | 254 |
| after floorplan | 2110 | 1.29 | - | 0.400 | 96 |
| final | 3270 | 1.25 | 0.812 | 0.438 | 254 |
| after global placement | 3100 | 0.969 | 0.768 | 0.421 | 238 |
| after global routing | 3270 | 1.09 | 0.812 | 0.448 | 254 |
| after detailed placement | 3100 | 0.878 | 0.768 | 0.421 | 238 |
per-layer routing:
layer | part of all wire | global-route usage | vias up
li1 | - | - | 575
met1 | 0.40 | 0.409 | 600
met2 | 0.47 | 0.299 | 92
met3 | 0.12 | 0.106 | 7
met4 | 0.016 | 0.0293 | 0
met5 | 0 | 0 | -
placed cells by master (no fill, tap or decap):
cell and instances:
a21o_1 2, a21oi_1 2, a22o_1 1, and2_1 1, and3_1 2, buf_4 1, bufinv_16 1, clkbuf_1 3
clkbuf_8 9, clkdlybuf4s50_1 92, clkinv_1 2, clkinv_2 1, dfrtp_1 5, dfstp_2 5, edfxtp_1 56, inv_1 3
inv_2 1, nand2_1 4, nand3_1 1, nor2_1 2, nor2_2 1, nor2b_1 2, nor3_1 2, o21ai_0 1
o21bai_2 1, o221ai_1 1, o32ai_1 2
worst max path at each step:
| stage | end | slack (ns) | cells past startpoint |
|---|---|---|---|
| after CTS | data[11] | 1.25 | 2 |
| final | data_out[13] | 1.25 | 2 |
| after global routing | data_out[3] | 1.09 | 2 |
cell type report:
type	count	area [µm²]
fill	216	756
inverter	4	15.0
sequential	66	1940
timing repair buffer	93	928
multi-input combinational	25	151
clock inverter	4	42.5
tap	50	62.6
clock buffer	12	135
No activity file was given, so power comes from the tool's default toggle rates.
